==> design.v <==
`timescale 1ns / 1ps
module BCD(
    input  [7:0] binary,
    output reg [3:0] hundreds,
    output reg [3:0] tens,
    output reg [3:0] ones
);
    integer i;
    reg [19:0] shift_reg;
    always @(*) begin
        shift_reg = 20'd0;
        shift_reg[7:0] = binary;
        for (i = 0; i < 8; i = i + 1) begin
            if (shift_reg[11:8] >= 5) shift_reg[11:8] = shift_reg[11:8] + 3;
            if (shift_reg[15:12] >= 5) shift_reg[15:12] = shift_reg[15:12] + 3;
            if (shift_reg[19:16] >= 5) shift_reg[19:16] = shift_reg[19:16] + 3;
            shift_reg = shift_reg << 1;
        end
        hundreds = shift_reg[19:16];
        tens     = shift_reg[15:12];
        ones     = shift_reg[11:8];
    end
endmodule
`timescale 1ns / 1ps
module VendingController(
input [3:0] switches,
input [2:0] btn,
input clk,
input clr,
output reg [3:0] led,
output [3:0] an,
output [6:0] ca
);
reg[7:0] price;
reg[7:0] curr_amount;
reg [3:0]state=0;
reg [3:0]next_state;
reg[3:0] p_state;
reg charged=0;
wire clk_1Hz;
wire [7:0] bcdcurr;
wire [7:0] bcdprice;
clock_e hehe(.clk(clk),.clr(clr),.c_e(clk_1Hz));
parameter zero = 0, five =1, ten = 2, fifteen = 3, twenty = 4, twentyfive =5, thirty =6, thirtyfive = 7;
always @(btn[0] or btn[1] or btn[2] or state) begin
    case(state)
        zero: begin
            if (btn[0]) next_state = five;
            else if (btn[1]) next_state = ten;
            else if (btn[2]) next_state = twentyfive; 
            else next_state = state;                  
          end
        five: begin
            if (btn[0]) next_state = ten;
            else if (btn[1]) next_state = fifteen;
            else if (btn[2]) next_state = thirty; 
            else next_state = state;                    
          end
        ten: begin
            if (btn[0]) next_state = fifteen;
            else if (btn[1]) next_state = twenty;
            else if (btn[2]) next_state = thirtyfive; 
            else next_state = state;                    
          end
        fifteen: begin
            if (btn[0]) next_state = twenty;
            else if (btn[1]) next_state = twentyfive;
            else if (btn[2]) next_state = thirtyfive; 
            else next_state = state;                 
          end
        twenty: begin
            if (btn[0]) next_state = twentyfive;
            else if (btn[1]) next_state = thirty;
            else if (btn[2]) next_state = thirtyfive; 
            else next_state = state;                  
          end
        twentyfive: begin
            if (btn[0]) next_state = thirty;
            else if (btn[1]) next_state = thirtyfive;
            else if (btn[2]) next_state = thirtyfive;
            else next_state = state;                     
          end
        thirty: begin
            if (btn[0]) next_state = thirtyfive;
            else if (btn[1]) next_state = thirtyfive;
            else if (btn[2]) next_state = thirtyfive;
            else next_state = state;  
          end
        thirtyfive: begin
            next_state = thirtyfive;
        end
    endcase
    if (charged)begin 
        next_state = zero;
        charged =0;
    end
    if(state>=p_state) begin
        next_state = state - p_state;
        charged = 1;
    end 
end
always @(posedge clk_1Hz or posedge clr) begin
if(clr) begin
    state <= zero;
end else begin
    state <= next_state;
    if (charged) begin
        case(p_state) 
            3: led <= 4'b0001;
            4: led <= 4'b0010;
            5: led <= 4'b0100;
            6: led <= 4'b1000;
        endcase
    end else led <= 0;
end
end
always @(*) begin
case(state)
    zero: curr_amount = 0;
    five: curr_amount =5;
    ten: curr_amount =10;
    fifteen: curr_amount =15;
    twenty: curr_amount =20;
    twentyfive: curr_amount =25;
    thirty: curr_amount =30;
    thirtyfive: curr_amount =35;
endcase
case (switches) 
    4'b0001: begin price = 15;p_state =fifteen; end
    4'b0010: begin price =20; p_state =twenty; end
    4'b0100: begin price = 25; p_state =twentyfive; end
    4'b1000: begin price =30; p_state =thirty; end
    default: begin price = 0; p_state = zero; end
endcase
end
BCD b1 (.binary(curr_amount),.tens(bcdcurr[7:4]),.ones(bcdcurr[3:0]));
BCD b2 (.binary(price),.tens(bcdprice[7:4]),.ones(bcdprice[3:0]));
digController dig (.clk(clk),.clr(clr),.d1(bcdcurr[3:0]),.d2(bcdcurr[7:4]),.d3(bcdprice[3:0]),.d4(bcdprice[7:4]),.an(an),.ag(ca));
endmodule
`timescale 1ns / 1ps
module anode_d(
    input clk,
    input clk_e,
    input clr,
    output reg[3:0] AN,
    output reg[1:0] S
    );
    reg clk_en;
    always @(posedge clk or posedge clr) begin
        if(clr) begin
            S <=0;
            clk_en <=0;
        end else begin
            clk_en <= clk_e;
            if(clk_e&&!clk_en) begin
                S<=S+1;
            end
        end
    end 
    always @ (S) begin
    case (S)
        2'b00:AN <= 4'b1110;
        2'b01:AN <= 4'b1101;
        2'b10:AN <= 4'b1011;   
        2'b11:AN <= 4'b0111;   
       default: AN <= 4'b1110;  
    endcase
    end
endmodule
`timescale 1ns / 1ps
module clock_1k(
    input clk,
    input clr,
    output reg c_e
    );
    integer count =0;
    integer bruh=0;
    always @(posedge clk) begin
        if(count == 49999) begin
        count <= 0;
        bruh <= 1;
        end else begin
        count <= count + 1;
        bruh <= 0;
        end
    end
    always @(posedge clk or posedge clr) begin
        if (clr == 1) begin
        c_e <= 0;
        end else if(bruh == 1) begin
        c_e =~c_e;
        end
    end
endmodule
`timescale 1ns / 1ps
module clock_e(
    input clk,
    input clr,
    output reg c_e
    );
    integer count =0;
    integer bruh=0;
    always @(posedge clk) begin
        if(count == 49999999) begin
        count <= 0;
        bruh <= 1;
        end else begin
        count <= count + 1;
        bruh <= 0;
        end
    end
    always @(posedge clk or posedge clr) begin
        if (clr == 1) begin
        c_e <= 0;
        end else if(bruh == 1) begin
        c_e =~c_e;
        end
    end
endmodule
`timescale 1ns / 1ps
module digController(
    input clk,
    input clr,
    input [3:0] d1,
    input [3:0] d2,
    input [3:0] d3,
    input [3:0] d4,
    output [3:0] an,
    output [6:0] ag
    );
    wire ce;
    wire[1:0]s;
    wire [3:0]X;
    clock_1k cluck (.clk(clk),.clr(clr),.c_e(ce));
    anode_d anode(.clk(clk),.clr(clr),.clk_e(ce),.AN(an),.S(s));
    mux mus (.d1(d1),.d2(d2),.d3(d3),.d4(d4),.S(s),.X(X));
    hexto7 h(.x(X),.CA(ag));
endmodule
`timescale 1ns / 1ps
module hexto7(
    input [3:0] x,
    output reg[6:0] CA
    );
    always @(x)
    begin
        case(x)
            0: CA = 7'b0000001;
            1: CA = 7'b1001111;
            2: CA = 7'b0010010;
            3: CA = 7'b0000110;
            4: CA = 7'b1001100;
            5: CA = 7'b0100100;
            6: CA = 7'b0100000;
            7: CA = 7'b0001111;
            8: CA = 7'b0000000;
            9: CA = 7'b0000100;
            10: CA = 7'b0001000;
            11: CA = 7'b1100000;
            12: CA = 7'b0110001;
            13: CA = 7'b1000010;
            14: CA = 7'b0110000;
            15: CA = 7'b0111000;
        endcase
    end
endmodule
`timescale 1ns / 1ps
module mux(
    input [3:0] d1,
    input [3:0] d2,
    input [3:0] d3,
    input [3:0] d4,
    input [1:0] S,
    output reg [3:0] X
    );
    always @ (d1 or d2 or d3 or d4 or S) begin
      case (S)
         0 : X <= d1;
         1 : X <= d2;
         2 : X <= d3;
         3 : X <= d4;
         default: X<= d1;
      endcase
   end
endmodule
==> run.sh <==
#!/bin/bash
# OpenROAD 26Q1-2900-gdf79404cd8, Yosys 0.63+post, stock flow scripts
make -C /OpenROAD-flow-scripts/flow DESIGN_CONFIG=/design/flow/config.mk WORK_HOME=/design/flow/orfs finish
==> config.mk <==
export PLATFORM = sky130hd
export DESIGN_NAME = VendingController
export DESIGN_NICKNAME = VendingController
export VERILOG_FILES = /design/flow/design.v
export SDC_FILE = /design/flow/constraint.sdc
export NUM_CORES = 4
export LEC_CHECK = 1
export CORE_UTILIZATION = 30
==> constraint.sdc <==
current_design VendingController

set clk_period 5.3
set clk_io_pct 0.2

create_clock -name clk0 -period $clk_period [get_ports {clk}]

set non_clock_inputs [all_inputs -no_clocks]
set_input_delay [expr $clk_period * $clk_io_pct] -clock clk0 $non_clock_inputs
set_output_delay [expr $clk_period * $clk_io_pct] -clock clk0 [all_outputs]
==> qor.csv <==
stage,metric,value,unit
power_and_ir_drop,p_sw,263,uW
global_routing,grt_start_max_net_pins,22,
global_routing,antenna_found_initial,0,
worst_setup_path,cp.required,4.24,ns
logic_synthesis,synthCells,546,
clock_network,cts_htree_levels,3,
layout,final_util,38.9,%
sta,setup_ws,-0.0150,ns
clock_network,clkLatencyLatePin,0.33,ns
power_and_ir_drop,clock_power_share,49.1,%
worst_setup_path,crit_fanout,4,
worst_setup_path,worstSetupEndpoint,ca[2],
layout,area_growth,25.8,%
logic_synthesis,ys_async_sr_fraction,10.0,%
power_and_ir_drop,switching_share,20.7,%
sta,finalClockSkew,0.00713,ns
logic_synthesis,ys_cells,546,
floorplanning,num_rows,46,
placement,place_congestion,0.813,
logic_synthesis,numSynthFlops,90,
worst_setup_path,arrival,4.25,ns
route,via_count,3865,
route,first_pass_iters,4,
logic_synthesis,yosys-stat-area,0.00493,sq mm
clock_network,cts.clk_slew.worst_paths,0.06,ns
sta,finalMaxSlewViolations,0,
layout,final_area,0.00620,sq mm
logic_synthesis,ys.flop_type,dfxtp_1,
worst_setup_path,slowest_delay,0.39,ns
worst_setup_path,crit_buf_inv,5,
worst_setup_path,rr_worst_depth,8,
sta,slew-limit-headroom,54.9,%
route,drt-total-wl,9.29,mm
logic_synthesis,ys_types,78,
logic_synthesis,synth_area,0.00493,sq mm
floorplanning,initial_utilization,30.9,%
job,cap_violations,0,
route,drc,0,
logic_synthesis,synthTopCellsByCount,"dfxtp_1 (66), nor2_1 (48), xnor2_1 (46)",
route,wl_per_cell,11.2,um
worst_setup_path,crit_chain,buf_8 > xor2_2 > o211ai_1 > ha_2 > inv_2 > ha_4 > nor4b_4 > o21ai_2 > and4_4 > ha_4 > a21oi_2 > or3b_4 > a32oi_4 > buf_6 > buf_6 > mux2_4 > o21ai_2 > buf_2,
global_routing,grt_pass1_wl,16.1,mm
placement,hpwl,6.75,mm
worst_setup_path,end_kind,output pin,
global_routing,gr-total-overflow,0,
clock_network,tritoncts,done,
route,vias_per_cell,4.65,
sta,grt_setup_unrepaired,yes,
worst_setup_path,path_class,input port to output pin,
layout,seq_area,0.00183,sq mm
clock_network,cts-root-buf,clkbuf_16,
logic_synthesis,synth.avg_cell_area,9.02,sq um
floorplanning,fp.dieH,130,um
power_and_ir_drop,p_leak,0.00255,uW
power_and_ir_drop,seq_power_share,42.5,%
sta,max_freq,0.188,GHz
job,warning_count,41,
worst_setup_path,crit_family,simple AND/OR/NAND/NOR gates,
floorplanning,coreArea,0.0159,sq mm
logic_synthesis,synth-edff-count,4,
global_routing,grt_util_all_layers,11.7,%
worst_setup_path,critPathLaunch,switches[2],
floorplanning,die-area,0.0169,sq mm
route,detail-route-antenna-nets,0,
worst_setup_path,worstReg2RegEnd,hehe.count[31]$_SDFF_PP0_,
global_routing,grt_pass1_vias,3609,
logic_synthesis,synth.top_cell.area_share,26.8,%
power_and_ir_drop,p_int,1010,uW
worst_setup_path,reg2reg_from,hehe.count[2]$_SDFF_PP0_,
layout,nFillCells,1498,
layout,comb_area,0.00301,sq mm
sta,fin_crit,5.31,ns
floorplanning,pin_count,24,
logic_synthesis,synth.most_common_cell,dfxtp_1,
outcome,status,finished with violations,
sta,tns,-0.0150,ns
placement,place_area,0.00557,sq mm
clock_network,cts_buffer_depth,2,
sta,hold_viol_final,0,
floorplanning,die_x,130,um
min_path,min_path_type,flip-flop to flip-flop,
logic_synthesis,yosysTopAreaCell,dfxtp_1,
sta,setup_viol,1,
power_and_ir_drop,power_density,205,mW/mm^2
outcome,violations,setup timing,
worst_setup_path,cp.depth,18,
logic_synthesis,area_leaders,"dfxtp_1 (27%), xnor2_1 (8.2%), ha_1 (7.1%), xor2_1 (4.8%), dfrtp_1 (4.6%)",
sta,worst_pin_slew,0.671,ns
sta,unclocked_regs,19,
placement,port_buffers,23,
worst_setup_path,slowest_stage,or3b_4,
logic_synthesis,yosys_warnings,8,
power_and_ir_drop,p_comb_share,8.4,%
sta,untimed_endpoints,27,
power_and_ir_drop,vdd_drop_max,0.177,mV
clock_network,cts_buffers,9,
route,drt-initial-drc-count,208,
route,diodes,0,
worst_setup_path,start_kind,input port,
sta,min_period_over_period,100,%
worst_setup_path,reg2reg_slack,3.03,ns
layout,layout-drive-gt1-share,19.6,%
## worst min-delay path by stage
stage	start	endpoint	slack, ns	depth (start not counted)
after CTS	hehe.bruh[0]$_DFF_P_	hehe.c_e$_DFFE_PP0P_	0.41	1
after global routing	hehe.bruh[0]$_DFF_P_	hehe.c_e$_DFFE_PP0P_	0.43	1
final	hehe.bruh[0]$_DFF_P_	hehe.c_e$_DFFE_PP0P_	0.41	1
## cells by family (layout without fill, tap and decap cells)
| group | Yosys count | after routing | share of synthesized area [%] |
|---|---|---|---|
| and+or+nand+nor | 212 | 212 | 23.1 |
| AOI/OAI and AO/OA | 75 | 75 | 11.1 |
| DFF | 79 | 79 | 33.8 |
| adders and majority gates | 30 | 30 | 7.75 |
| xor gates and xnor gates | 73 | 73 | 13.0 |
| other | 1 | 4 | 0.0761 |
| latches | 11 | 11 | 3.35 |
| buffers and inverters | 54 | 121 | 5.23 |
| muxes | 11 | 11 | 2.59 |
## per-layer routing
layer | up-vias | GRT usage (%) | wire [um]
li1 | 2020 | - | -
met1 | 1773 | 17.0 | 4630
met2 | 63 | 19.4 | 4330
met3 | 9 | 1.42 | 247
met4 | 0 | 1.37 | 92
met5 | - | 0 | 0
## metrics by stage
| step | hold slack [ns] | power (uW) | setup WS [ns] | std cells |
|---|---|---|---|---|
| floorplan | 0.385 | 608 | 0.00942 | 549 |
| global placement | 0.403 | 639 | -0.825 | 801 |
| detailed placement | 0.405 | 639 | -0.940 | 801 |
| CTS | 0.414 | 1280 | -0.0721 | 831 |
| global route | 0.428 | 1320 | -0.154 | 832 |
| finish | 0.411 | 1270 | -0.0150 | 832 |
## power by group through the flow
stage | combinational [uW] | sequential, uW | clock, uW
4_1_cts | 104 | 539 | 637
5_1_grt | 117 | 539 | 661
6_report | 106 | 539 | 623
## state kept, by name, summed over array words and instances (netlist names)
register	flops
charged	1
curr_amount	6
dig.anode.S	2
dig.anode.clk_en	1
dig.cluck.bruh	1
dig.cluck.c_e	1
dig.cluck.count	32
hehe.bruh	1
hehe.c_e	1
hehe.count	32
led	4
next_state	4
state	4
## final cells by class
cell class / instances / share of cell area (%)
flip-flops and latches: 90 / 29.5
clock inverters: 6 / 1.39
inverters: 33 / 2.04
multi-input cells: 405 / 48.6
clock buffers: 10 / 3.69
well taps: 216 / 4.36
repair buffers: 72 / 10.4
## placed cells by master, fill, tap and decap left out, drive strengths merged, types with 9 or more instances in the layout
cell type | netlist | layout
nand4 | 11 | 11
dfxtp | 66 | 66
nand3 | 34 | 34
dfrtp | 9 | 9
buf | 11 | 56
and3 | 21 | 21
clkbuf | 10 | 12
nor2 | 48 | 48
inv | 33 | 33
ha | 28 | 28
a21oi | 11 | 11
nand2 | 39 | 39
dlxtn | 11 | 11
xor2 | 27 | 27
o21ai | 20 | 20
xnor2 | 46 | 46
clkdlybuf4s50 | 0 | 12
## what timing repair did
| item | 4_1_cts | 5_1_grt |
|---|---|---|
| pin swaps | 26 | 17 |
| endpoints found under the setup margin | 7 | 7 |
| setup buffers | 14 | 1 |
| gates resized | 83 | 12 |
| gates cloned | 1 | 0 |
| hold buffers | 0 | 0 |
Power figures rest on the tool's default switching activity, not on a simulated workload.
